==> /design/flow/config.mk <==
export PLATFORM = sky130hd
export DESIGN_NAME = Count2
export DESIGN_NICKNAME = Count2
export VERILOG_FILES = /design/flow/design.v
export SDC_FILE = /design/flow/constraint.sdc
export NUM_CORES = 4
export LEC_CHECK = 1
export CORE_AREA = 10 10 70 70
export DIE_AREA = 0 0 80 80
==> /design/flow/constraint.sdc <==
current_design Count2

set clk_period 1.5
set clk_io_pct 0.2

create_clock -name clk0 -period $clk_period [get_ports {clk}]

set non_clock_inputs [all_inputs -no_clocks]
set_input_delay [expr $clk_period * $clk_io_pct] -clock clk0 $non_clock_inputs
set_output_delay [expr $clk_period * $clk_io_pct] -clock clk0 [all_outputs]
==> /design/flow/design.v <==
module Dffpc(clk, PR, CLR, D, Q);
    input D, clk, PR, CLR;
    output Q;
    reg Q;
    always @(posedge clk or negedge PR or negedge CLR)
        if(!PR)   Q <= 1;
        else if (!CLR)    Q <= 0;
        else Q <= D;
endmodule  
module Count2(clk, PR, CLR, Q);
    input clk;
    input [3:0] PR, CLR;
    output [3:0]Q;
    wire [3:0]D;
    assign D[3] = Q[3]&~Q[2] | Q[3]&~Q[1] | Q[3]&~Q[0] | ~Q[3]&Q[2]&Q[1]&Q[0];
    assign D[2] = Q[2]&~Q[1] | Q[2]&~Q[0] | ~Q[3]&~Q[2]&Q[1] | ~Q[2]&Q[1]&Q[0];
    assign D[1] = ~Q[1]&Q[0] | Q[2]&Q[1]&~Q[0] | Q[3]&~Q[2]&~Q[0];
    assign D[0] = Q[2]&~Q[0] | ~Q[3]&~Q[1]&~Q[0] | ~Q[3]&Q[2]&~Q[1] | Q[3]&~Q[2]&Q[1];
    Dffpc D3 (clk, PR[3], CLR[3], D[3], Q[3]);
    Dffpc D2 (clk, PR[2], CLR[2], D[2], Q[2]);
    Dffpc D1 (clk, PR[1], CLR[1], D[1], Q[1]);        
    Dffpc D0 (clk, PR[0], CLR[0], D[0], Q[0]);
endmodule  
module tb_Count2;
    reg [3:0] CLR, PR;
    reg clk;
    wire [3:0]Q;
    Count2 C2(clk, PR, CLR, Q);
    initial begin
        clk = 1'b0; CLR = 4'b1000; PR = 4'b0111;
        #30 CLR = 4'b1111; PR = 4'b1111;
        repeat(32)
        #20 clk = ~clk;
    end
endmodule  
==> /design/flow/run.sh <==
#!/bin/bash
# OpenROAD 26Q1-2900-gdf79404cd8, Yosys 0.63+post, stock flow scripts
make -C /OpenROAD-flow-scripts/flow DESIGN_CONFIG=/design/flow/config.mk WORK_HOME=/design/flow/orfs finish
==> COMMIT_EDITMSG <==
Store results of the implementation flow

- Status: complete, no violations
- Routed Wire Length: 754 µm
* DRT Pass-1 Iters: 4
- Post-synth area hogs: dfbbp_1 48%, buf_4 11%, nand2b_1 9.3%
- Worst relative slew slack: 88.9%
* Met1 capacity usage during global routing: 2.35%
- Setup WS pre-CTS: 0.0735 ns
* Type of the worst min-delay path: input pin to asynchronous set/reset pin
- Among the non-sequential cells, simple AND/OR/NAND/NOR gates take the most area.
- The violation tally recorded at the end of detailed-routing iteration 0 is 1.
- Library cell with the largest summed area after synthesis: dfbbp_1
- The synthesized netlist devotes 0% of its cell area to adder and majority cells.
* GRT Residual Overflow: 0
- Global routing used 2.42% of the available tracks.
- OpenROAD reports that the post-layout worst path occupies 84.6% of the period.
* Element type at the critical path end: output pin
* PortBufs: 12
- After floorplanning, the die was sized to cover 6400 µm².
* Tool warnings: 27
- According to the floorplan report, the placeable core area is 3420 µm².
- Number of maximum-capacitance constraint violations: 0
- The synthesized netlist occupies a cell area of 270 µm².
- Combinational gate area: 103 µm²
- For reference, the clock transition at the flip-flops on the worst setup and hold paths is 0.04 ns.
- DRC violation count after routing: 0
- TritonCTS built the clock tree.
* Buffer depth of the longest clock path: 2
- In this run the horizontal extent of the chip is 80 µm.
- Among cell families on the critical path, the largest total delay comes from flip-flops.
- In this run the most used layer during global routing was met2.
- Cell breakdown of the critical path: dlygate4sd2_1
* Post-detailed-route wirelength per cell: 8.67 µm
* Met3 capacity usage during global routing: 3.07%
* Antenna violations before repair: 0
- The final layout report lists a filler cell count of 394.
- Total power normalized to cell area comes to 648 nW/µm².
- Hold-check failures listed in the final report amount to 0.
* Setup repair after global routing missed its margin: false
- Per the post-run analysis, buffers plus inverters along the critical path come to 1.
- Number of cell rows: 21
- Post-synth area from yosys stat: 270 µm²
- Synth Area per Inst: 10.4 µm²
- Hold is met by 0.435 ns.
- Flop and latch count out of synthesis: 4
- For reference, the most critical setup path is categorized as flip-flop to output pin.
* Antenna-violating nets left: 0
- The repair_antennas step left the layout with diodes totalling 0.
- Slowest cell on crit path: dfbbp_1
- FP Util: 7.91%
- Post-Syn Instances: 26
- The synthesized netlist devotes 0% of its cell area to XOR and XNOR gates.
* Basic-gate share of the synthesized area counting and, or, nand and nor cells: 19.9%
* Number of buffers inserted during clock tree synthesis: 3
* Max IR drop VDD: 0.109 mV
* Crit Path Max Fanout: 2
* Area fraction in mux cells: 0%
- The routed layout has 255 vias.
- Startpoint of the worst-slack reg-to-reg timing path: D1.Q$_DFFSR_PNP_
- According to the timing report, the critical path is launched from D2.Q$_DFFSR_PNP_.
- Post-DP HPWL: 597 µm
* Transition time at the pin with the least slew margin: 0.166 ns
- Yosys stat cell total: 26
- In this run, the synthesized area fraction spent on AND-OR/OR-AND gates is recorded as 18.1%.
* Final weighted congestion of routability-driven global placement: 0.684
* Total count of max-transition violations in the final report: 0
- Entering global routing, the biggest net connects 7 pins.
- The OpenROAD report gives the critical path a required time of 1.20 ns.
- Via count of the first global-routing pass: 274
* Setup_tns: 0 ns
* Highest clock frequency the design can meet: 788 MHz
* Fraction of post-synthesis cell area in the top cell type by area: 48.1%
- The most common logic cell in the final layout is clkdlybuf4s50_1.
- The worst setup path is launched from a flip-flop.
- Global routing consumed, on the met2 layer, 3.13% of the routing resources.
* Top library cells by usage in the layout, fill and taps aside: 8 x clkdlybuf4s50_1, 4 x dfbbp_1, 4 x nand2b_1, 4 x dlygate4sd2_1, 4 x buf_4
* Final tally of setup violations: 0
- Via-to-Cell Ratio: 2.93
- Yosys warns: 2
- Ratio of cells with drive above 1 in the final layout: 24.4%
* Number of H-tree levels: 1
- Latest clock arrival within the worst-skew pair: 0.24 ns
- Area growth from synthesis to layout: 72.2%
- From bottom edge to top edge, the die measures 80 µm.
- The first global-routing pass estimated 1.19 mm of wire.
* I/O pins: 13
- Highest cell delay on the worst timing path: 0.52 ns
- Counting distinct cell types in the post-synthesis netlist gives 13.
- Min Clock Period, post-route: 1.27 ns
* Share of the core filled with cells: 13.6%
- CTS Root Buffer Type: clkbuf_4
* Sequential-to-total area share from yosys stat: 48.1%
- In this run the static leakage power is 0.186 nW.
* Cts hold-fix bufs: 0
- On the critical path the data arrives at 0.97 ns.
- The worst path meets setup with 0.231 ns of slack.
- Area taken by flip-flops and latches: 130 µm²
- Counting every sink on the clock net gives 4.
- Worst Skew: 0.00467 ns
==> report_power, final <==
part / internal, W / switching, W / total [W]
Combinational: 0.0000208 / 0.00000582 / 0.0000266
Sequential: 0.000138 / 0 / 0.000138
Clock: 0.0000897 / 0.0000469 / 0.000137
==> state kept, by name, summed over array words and instances (netlist names) <==
register	cells
D0.Q	1
D1.Q	1
D2.Q	1
D3.Q	1
==> per-layer routing <==
| metal | vias up | routed length [µm] | share of wire (%) |
|---|---|---|---|
| met3 | 0 | 164 | 22 |
| met1 | 122 | 315 | 42 |
| met5 | - | 0 | 0 |
| met4 | 0 | 0 | 0 |
| met2 | 11 | 273 | 36 |
| li1 | 122 | - | - |
==> worst paths after layout <==
| path | slack (ns) | cells past startpoint | to |
|---|---|---|---|
| hold / removal | 0.44 | 1 | D1.Q$_DFFSR_PNP_ |
| setup / recovery | 0.23 | 1 | Q[2] |
| max in group asynchronous | 0.81 | 2 | D2.Q$_DFFSR_PNP_ |
| min in group clk0 | 0.66 | 2 | D1.Q$_DFFSR_PNP_ |
| setup reg to reg | 0.34 | 4 | D0.Q$_DFFSR_PNP_ |
| hold reg to reg | 0.66 | 2 | D1.Q$_DFFSR_PNP_ |
==> cells in the mapped netlist <==
cell type and number:
buf_4 4, dfbbp_1 4, nand2b_1 4, nand2_1 3
inv_1 2, o22a_2 2, a21oi_1 1, a22oi_1 1
nand2_2 1, nand3b_1 1, nor2_1 1, o211ai_1 1
o221ai_1 1
==> worst reg2reg max path, stage by stage (launching register included) <==
cell      delay [ns]
dfbbp_1         0.50
buf_4           0.10
inv_1           0.06
a22oi_1         0.16
o221ai_1        0.13
==> per-stage QoR <==
| stage | total power (W) | cell area (µm²) | cells |
|---|---|---|---|
| floorplan | 0.000144 | 270 | 26 |
| finish | 0.000302 | 465 | 87 |
| CTS | 0.000308 | 465 | 87 |
| global route | 0.000326 | 465 | 87 |
| detailed placement | 0.000167 | 418 | 80 |
| global placement | 0.000167 | 418 | 80 |
==> cell type report <==
cell class              instances  area share, %
repair buffers                 16           31.2
flip-flops and latches          4           28.0
multi-input cells              16           22.0
well taps                      46           12.4
clock buffers                   3           4.84
inverters                       2           1.61
==> cells by family (layout without fill, tap and decap cells) <==
logic type             count (synthesis)  in the layout
AOI/OAI and AO/OA                      6              6
buffers and inverters                  6             21
DFF                                    4              4
and+or+nand+nor                       10             10
==> repair_timing <==
action	CTS	global route
endpoints found under the setup margin	4	0
resized	4	0
buffers inserted	4	0
Power figures rest on the tool's default switching activity, not on a simulated workload.
